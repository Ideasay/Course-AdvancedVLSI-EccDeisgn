==> design.v <==
module sigin(data, address);
	input [7:0] address;
	output [7:0] data;
	reg [7:0] data;
	always @ (address) data = address + 1; 
endmodule
==> run.sh <==
#!/bin/bash
# OpenROAD 26Q1-2900-gdf79404cd8, Yosys 0.63+post, stock flow scripts
make -C /OpenROAD-flow-scripts/flow DESIGN_CONFIG=/design/flow/config.mk WORK_HOME=/design/flow/orfs finish
==> config.mk <==
export PLATFORM = sky130hd
export DESIGN_NAME = sigin
export DESIGN_NICKNAME = sigin
export VERILOG_FILES = /design/flow/design.v
export SDC_FILE = /design/flow/constraint.sdc
export NUM_CORES = 4
export LEC_CHECK = 1
export CORE_AREA = 10 10 70 70
export DIE_AREA = 0 0 80 80
==> constraint.sdc <==
current_design sigin

set clk_period 1.7
set clk_io_pct 0.2

create_clock -name clk0 -period $clk_period

set non_clock_inputs [all_inputs -no_clocks]
set_input_delay [expr $clk_period * $clk_io_pct] -clock clk0 $non_clock_inputs
set_output_delay [expr $clk_period * $clk_io_pct] -clock clk0 [all_outputs]
==> out/qor.txt <==
Internal cell power -> 0.04562 mW
Slowest CP cell -> dlygate4sd2_1
Detailed Routing Iterations Pass 1 -> 2
Startpoint types -> primary input
Vias in the first global route -> 200
Synth Seq Share -> 0%
DR WL/cell -> 7.226 um
Cycle use final -> 92.69%
YS warnings -> 1
Top cell family by delay on the critical path -> buffers and inverters
Net Switching -> 0.02398 mW
Final WL -> 607 um
Pleak -> 0.1705 nW
HPWL Detailed -> 537.5 um
Cell Type Count -> 10
Power Dens Cells -> 181.2 mW/mm2
Chip area -> 0.006400 mm2
Max-cap violations -> 0
Status -> complete, no violations
Worst Path Max Fanout -> 3
Clk pwr share -> 0%
Setup slack after placement -> -0.5425 ns
Die Ht -> 80 um
DRC -> 0
Hold path startpoint -> address[2]
Crit path from -> address[3]
FF+latch area -> 0 um2
Hold Path Class -> in2out
Starting density of the core -> 3.407%
Worst slew pin tran -> 0.1363 ns
Cells after Synth -> 16
ANT nets after route -> 0
Grt ovf -> 0
Arr. time, crit path -> 1.24 ns
P&R area growth vs syn -> 230.1%
Critical path cell sequence -> dlygate4sd2_1 > nand2_2 > nor3_4 > xor2_1 > dlygate4sd2_1
Pins Over Slew Limit -> 0
Number of top-level pins -> 16
Logic area -> 143.9 um2
Worst path bufs/invs -> 2
Post-route minimum period -> 1.576 ns
Die width -> 80 um
Rel. slew slack -> 90.88%
Post-synthesis cell area -> 116.4 um2
Crit path kind -> in2out
Num rows -> 21
Number of cells in Yosys stat -> 16
Net Sw Frac -> 34.45%
TNS Setup -> 0 ns
DR vias -> 186
Worst Path Required -> 1.36 ns
Syn_area_per_cell -> 7.273 um2
Fin util -> 11.25%
Share of layout cells above drive strength 1 -> 39.47%
Hold Fails Final Rpt -> 0
Combinational share of power -> 100.0%
Total global-route track usage -> 1.848%
Filler cells -> 402
Core Area -> 0.003416 mm2
Tool warning count -> 32
First-pass GRT wire length -> 966 um
Initial antenna violation count -> 0
Hold buffers post-CTS -> 0
Critical path's most frequent cell -> dlygate4sd2_1
Port bufs -> 16
Yosys synthesis chip area -> 116.4 um2
Setup violators final -> 0
Final worst slack -> 0.1244 ns
Max IR drop VDD -> 18.31 uV
Fmax -> 0.6347 GHz
Sequential Power Share -> 0%
ANT cells -> 0
Final sequential cell count -> 0
Final Power -> 0.06960 mW
RSZ-0062 raised after global routing -> false
CP endpoint kind -> primary output
DRT iter0 DRCs -> 5
Routability cong. -> 0.7222
Largest net degree at the start of global routing -> 4
# clk buffers -> 0
Slowest Stage Delay on Critical Path -> 0.25 ns
Detail-routed via count per cell -> 2.214
==> power groups by stage <==
stage     Combinational (mW)  Clock [mW]  Sequential, mW
5_1_grt               0.0791           0               0
6_report              0.0696           0               0
4_1_cts               0.0715           0               0
==> tightest hold or removal path, cell delays in order <==
cell,delay [ns]
clkbuf_2,0.09
buf_4,0.11
xor2_1,0.05
dlygate4sd2_1,0.23
==> cell usage in the layout (no fill, tap or decap) <==
cell,instances
clkbuf_2,1
inv_1,1
nand2_2,1
ha_4,1
nor3_4,1
xnor2_1,2
nand3_1,2
xnor2_2,1
buf_2,2
buf_4,6
xor2_1,3
clkdlybuf4s50_1,3
nor2_2,1
clkdlybuf4s15_1,1
nand3_2,1
dlygate4sd2_1,9
and3_1,1
nand2_1,1
==> worst paths after layout <==
path | depth (start not counted) | endpoint | slack (ns)
hold / removal | 4 | data[2] | 1.18
setup / recovery | 5 | data[7] | 0.12
==> per-layer routing <==
metal  vias to the layer above  wire, um  GRT usage [%]
met5                         -         0              0
met4                         0         0              0
met3                         0        89         0.7955
met2                        10       268          3.130
met1                        79       249          2.246
li1                         97         -              -
==> synth_stat cells <==
master   count  share of area (%)
nand2_1      2                6.5
inv_1        1                3.2
nand3_2      1                8.6
nor3_2       1                8.6
xnor2_1      3                 23
and3_1       1                5.4
nand3_1      2                8.6
ha_1         1                 11
nor2_1       1                3.2
xor2_1       3                 23
==> per-stage QoR <==
stage,std cells,hold WS (ns),instance area [um2]
floorplan,16,0.6891,116.4
global placement,82,1.647,364.1
detailed placement,82,1.628,364.1
CTS,84,1.222,382.9
global route,84,1.231,384.1
finish,84,1.176,384.1
==> what timing repair did <==
action | CTS | global route
resized | 26 | 2
pin swaps | 6 | 2
buffers inserted | 2 | 0
endpoints found under the setup margin | 8 | 2
==> cells by family (layout without fill, tap and decap cells) <==
logic type | after synthesis | count (layout) | share of synthesized area [%]
XOR/XNOR | 6 | 6 | 45.17
adder cells (fa/ha/maj) | 1 | 1 | 10.75
buffers and inverters | 1 | 23 | 3.223
AND/OR/NAND/NOR | 8 | 8 | 40.86
==> layout make-up <==
type	count	area share [%]
well taps	46	14.98
inverters	1	0.9772
repair buffers	22	46.58
multi-input cells	15	37.46
Power is estimated from default activity; no workload was simulated.
