File: flow/design.v
module rs_enc_m0(y,x);
output	[7:0]	y;
input	[7:0]	x;
reg		[7:0]	y;
always@(x)
begin
	y[0] = x[0] ^ x[2] ^ x[5];
	y[1] = x[0] ^ x[1] ^ x[3] ^ x[6];
	y[2] = x[0] ^ x[1] ^ x[4] ^ x[5] ^ x[7];
	y[3] = x[0] ^ x[1] ^ x[6];
	y[4] = x[1] ^ x[5] ^ x[7];
	y[5] = x[2] ^ x[6];
	y[6] = x[0] ^ x[3] ^ x[7];
	y[7] = x[1] ^ x[4];
end
endmodule
module rs_enc_m1(y,x);
output	[7:0]	y;
input	[7:0]	x;
reg		[7:0]	y;
always@(x)
begin
   y[0] = x[3] ^ x[5] ^ x[6] ^ x[7];
   y[1] = x[4] ^ x[6] ^ x[7];
   y[2] = x[0] ^ x[3] ^ x[6];
   y[3] = x[0] ^ x[1] ^ x[3] ^ x[4] ^ x[5] ^ x[6];
   y[4] = x[1] ^ x[2] ^ x[3] ^ x[4];
   y[5] = x[0] ^ x[2] ^ x[3] ^ x[4] ^ x[5];
   y[6] = x[1] ^ x[3] ^ x[4] ^ x[5] ^ x[6];
   y[7] = x[2] ^ x[4] ^ x[5] ^ x[6] ^ x[7];
end
endmodule
module rs_enc_m2(y,x);
output	[7:0]	y;
input	[7:0]	x;
reg		[7:0]	y;
always@(x)
begin
   y[0] = x[0] ^ x[2] ^ x[4] ^ x[6] ^ x[7];
   y[1] = x[1] ^ x[3] ^ x[5] ^ x[7];
   y[2] = x[7];
   y[3] = x[2] ^ x[4] ^ x[6] ^ x[7];
   y[4] = x[0] ^ x[2] ^ x[3] ^ x[4] ^ x[5] ^ x[6];
   y[5] = x[1] ^ x[3] ^ x[4] ^ x[5] ^ x[6] ^ x[7];
   y[6] = x[0] ^ x[2] ^ x[4] ^ x[5] ^ x[6] ^ x[7];
   y[7] = x[1] ^ x[3] ^ x[5] ^ x[6] ^ x[7];
end
endmodule
module rs_enc_m3(y,x);
output	[7:0]	y;
input	[7:0]	x;
reg		[7:0]	y;
always@(x)
begin
   y[0] = x[2] ^ x[3];
   y[1] = x[3] ^ x[4];
   y[2] = x[0] ^ x[2] ^ x[3] ^ x[4] ^ x[5];
   y[3] = x[1] ^ x[2] ^ x[4] ^ x[5] ^ x[6];
   y[4] = x[5] ^ x[6] ^ x[7];
   y[5] = x[0] ^ x[6] ^ x[7];
   y[6] = x[0] ^ x[1] ^ x[7];
   y[7] = x[1] ^ x[2];
end
endmodule
module rs_enc_m4(y,x);
output	[7:0]	y;
input	[7:0]	x;
reg		[7:0]	y;
always@(x)
begin
   y[0] = x[0] ^ x[3] ^ x[4] ^ x[7];
   y[1] = x[1] ^ x[4] ^ x[5];
   y[2] = x[2] ^ x[3] ^ x[4] ^ x[5] ^ x[6] ^ x[7];
   y[3] = x[5] ^ x[6];
   y[4] = x[0] ^ x[3] ^ x[4] ^ x[6];
   y[5] = x[0] ^ x[1] ^ x[4] ^ x[5] ^ x[7];
   y[6] = x[1] ^ x[2] ^ x[5] ^ x[6];
   y[7] = x[2] ^ x[3] ^ x[6] ^ x[7];
end
endmodule
module rs_enc_m5(y,x);
output	[7:0]	y;
input	[7:0]	x;
reg		[7:0]	y;
always@(x)
begin
   y[0] = x[0] ^ x[1] ^ x[3] ^ x[4] ^ x[5] ^ x[7];
   y[1] = x[0] ^ x[1] ^ x[2] ^ x[4] ^ x[5] ^ x[6];
   y[2] = x[0] ^ x[2] ^ x[4] ^ x[6];
   y[3] = x[4];
   y[4] = x[0] ^ x[1] ^ x[3] ^ x[4] ^ x[7];
   y[5] = x[0] ^ x[1] ^ x[2] ^ x[4] ^ x[5];
   y[6] = x[1] ^ x[2] ^ x[3] ^ x[5] ^ x[6];
   y[7] = x[0] ^ x[2] ^ x[3] ^ x[4] ^ x[6] ^ x[7];
end
endmodule
module rs_enc_m6(y,x);
output	[7:0]	y;
input	[7:0]	x;
reg		[7:0]	y;
always@(x)
begin
   y[0] = x[3] ^ x[4] ^ x[5] ^ x[7];
   y[1] = x[4] ^ x[5] ^ x[6];
   y[2] = x[3] ^ x[4] ^ x[6];
   y[3] = x[0] ^ x[3];
   y[4] = x[0] ^ x[1] ^ x[3] ^ x[5] ^ x[7];
   y[5] = x[0] ^ x[1] ^ x[2] ^ x[4] ^ x[6];
   y[6] = x[1] ^ x[2] ^ x[3] ^ x[5] ^ x[7];
   y[7] = x[2] ^ x[3] ^ x[4] ^ x[6];
end
endmodule
module rs_enc_m7(y,x);
output	[7:0]	y;
input	[7:0]	x;
reg		[7:0]	y;
always@(x)
begin
   y[0] = x[0] ^ x[4];
   y[1] = x[1] ^ x[5];
   y[2] = x[2] ^ x[4] ^ x[6];
   y[3] = x[3] ^ x[4] ^ x[5] ^ x[7];
   y[4] = x[0] ^ x[5] ^ x[6];
   y[5] = x[1] ^ x[6] ^ x[7];
   y[6] = x[2] ^ x[7];
   y[7] = x[3];
end
endmodule
module rs_enc_m8(y,x);
output	[7:0]	y;
input	[7:0]	x;
reg		[7:0]	y;
always@(x)
begin
   y[0] = x[1] ^ x[2] ^ x[3] ^ x[7];
   y[1] = x[2] ^ x[3] ^ x[4];
   y[2] = x[1] ^ x[2] ^ x[4] ^ x[5] ^ x[7];
   y[3] = x[0] ^ x[1] ^ x[5] ^ x[6] ^ x[7];
   y[4] = x[3] ^ x[6];
   y[5] = x[0] ^ x[4] ^ x[7];
   y[6] = x[0] ^ x[1] ^ x[5];
   y[7] = x[0] ^ x[1] ^ x[2] ^ x[6];
end
endmodule
module rs_enc_m9(y,x);
output	[7:0]	y;
input	[7:0]	x;
reg		[7:0]	y;
always@(x)
begin
   y[0] = x[0] ^ x[1] ^ x[3] ^ x[4] ^ x[6] ^ x[7];
   y[1] = x[0] ^ x[1] ^ x[2] ^ x[4] ^ x[5] ^ x[7];
   y[2] = x[2] ^ x[4] ^ x[5] ^ x[7];
   y[3] = x[0] ^ x[1] ^ x[4] ^ x[5] ^ x[7];
   y[4] = x[0] ^ x[2] ^ x[3] ^ x[4] ^ x[5] ^ x[7];
   y[5] = x[0] ^ x[1] ^ x[3] ^ x[4] ^ x[5] ^ x[6];
   y[6] = x[1] ^ x[2] ^ x[4] ^ x[5] ^ x[6] ^ x[7];
   y[7] = x[0] ^ x[2] ^ x[3] ^ x[5] ^ x[6] ^ x[7];
end
endmodule
module rs_enc_m10(y,x);
output	[7:0]	y;
input	[7:0]	x;
reg		[7:0]	y;
always@(x)
begin
   y[0] = x[2] ^ x[3] ^ x[4] ^ x[5] ^ x[7];
   y[1] = x[0] ^ x[3] ^ x[4] ^ x[5] ^ x[6];
   y[2] = x[0] ^ x[1] ^ x[2] ^ x[3] ^ x[6];
   y[3] = x[0] ^ x[1] ^ x[5];
   y[4] = x[0] ^ x[1] ^ x[3] ^ x[4] ^ x[5] ^ x[6] ^ x[7];
   y[5] = x[0] ^ x[1] ^ x[2] ^ x[4] ^ x[5] ^ x[6] ^ x[7];
   y[6] = x[0] ^ x[1] ^ x[2] ^ x[3] ^ x[5] ^ x[6] ^ x[7];
   y[7] = x[1] ^ x[2] ^ x[3] ^ x[4] ^ x[6] ^ x[7];
end
endmodule
module rs_enc_m11(y,x);
output	[7:0]	y;
input	[7:0]	x;
reg		[7:0]	y;
always@(x)
begin
   y[0] = x[2] ^ x[3] ^ x[5] ^ x[6];
   y[1] = x[3] ^ x[4] ^ x[6] ^ x[7];
   y[2] = x[2] ^ x[3] ^ x[4] ^ x[6] ^ x[7];
   y[3] = x[0] ^ x[2] ^ x[4] ^ x[6] ^ x[7];
   y[4] = x[1] ^ x[2] ^ x[6] ^ x[7];
   y[5] = x[0] ^ x[2] ^ x[3] ^ x[7];
   y[6] = x[0] ^ x[1] ^ x[3] ^ x[4];
   y[7] = x[1] ^ x[2] ^ x[4] ^ x[5];
end
endmodule
module rs_enc_m12(y,x);
output	[7:0]	y;
input	[7:0]	x;
reg		[7:0]	y;
always@(x)
begin
   y[0] = x[0] ^ x[4] ^ x[5] ^ x[6] ^ x[7];
   y[1] = x[0] ^ x[1] ^ x[5] ^ x[6] ^ x[7];
   y[2] = x[0] ^ x[1] ^ x[2] ^ x[4] ^ x[5];
   y[3] = x[0] ^ x[1] ^ x[2] ^ x[3] ^ x[4] ^ x[7];
   y[4] = x[0] ^ x[1] ^ x[2] ^ x[3] ^ x[6] ^ x[7];
   y[5] = x[1] ^ x[2] ^ x[3] ^ x[4] ^ x[7];
   y[6] = x[2] ^ x[3] ^ x[4] ^ x[5];
   y[7] = x[3] ^ x[4] ^ x[5] ^ x[6];
end
endmodule
module rs_enc_m13(y,x);
output	[7:0]	y;
input	[7:0]	x;
reg		[7:0]	y;
always@(x)
begin
   y[0] = x[0] ^ x[2] ^ x[3] ^ x[7];
   y[1] = x[0] ^ x[1] ^ x[3] ^ x[4];
   y[2] = x[0] ^ x[1] ^ x[3] ^ x[4] ^ x[5] ^ x[7];
   y[3] = x[1] ^ x[3] ^ x[4] ^ x[5] ^ x[6] ^ x[7];
   y[4] = x[3] ^ x[4] ^ x[5] ^ x[6];
   y[5] = x[0] ^ x[4] ^ x[5] ^ x[6] ^ x[7];
   y[6] = x[0] ^ x[1] ^ x[5] ^ x[6] ^ x[7];
   y[7] = x[1] ^ x[2] ^ x[6] ^ x[7];
end
endmodule
module rs_enc_m14(y,x);
output	[7:0]	y;
input	[7:0]	x;
reg		[7:0]	y;
always@(x)
begin
   y[0] = x[3] ^ x[4] ^ x[6] ^ x[7];
   y[1] = x[4] ^ x[5] ^ x[7];
   y[2] = x[0] ^ x[3] ^ x[4] ^ x[5] ^ x[7];
   y[3] = x[1] ^ x[3] ^ x[5] ^ x[7];
   y[4] = x[0] ^ x[2] ^ x[3] ^ x[7];
   y[5] = x[0] ^ x[1] ^ x[3] ^ x[4];
   y[6] = x[1] ^ x[2] ^ x[4] ^ x[5];
   y[7] = x[2] ^ x[3] ^ x[5] ^ x[6];
end
endmodule
module rs_enc_m15(y,x);
output	[7:0]	y;
input	[7:0]	x;
reg		[7:0]	y;
always@(x)
begin
   y[0] = x[2] ^ x[3] ^ x[4] ^ x[7];
   y[1] = x[0] ^ x[3] ^ x[4] ^ x[5];
   y[2] = x[0] ^ x[1] ^ x[2] ^ x[3] ^ x[5] ^ x[6] ^ x[7];
   y[3] = x[1] ^ x[6];
   y[4] = x[0] ^ x[3] ^ x[4];
   y[5] = x[0] ^ x[1] ^ x[4] ^ x[5];
   y[6] = x[0] ^ x[1] ^ x[2] ^ x[5] ^ x[6];
   y[7] = x[1] ^ x[2] ^ x[3] ^ x[6] ^ x[7];
end
endmodule
module rs_enc (y, x, enable, data, clk, clrn);
	input [7:0] x;
	input clk, clrn, enable, data;
	output [7:0] y;
	reg [7:0] y;
	wire [7:0] scale0;
	wire [7:0] scale1;
	wire [7:0] scale2;
	wire [7:0] scale3;
	wire [7:0] scale4;
	wire [7:0] scale5;
	wire [7:0] scale6;
	wire [7:0] scale7;
	wire [7:0] scale8;
	wire [7:0] scale9;
	wire [7:0] scale10;
	wire [7:0] scale11;
	wire [7:0] scale12;
	wire [7:0] scale13;
	wire [7:0] scale14;
	wire [7:0] scale15;
	reg [7:0] mem0;
	reg [7:0] mem1;
	reg [7:0] mem2;
	reg [7:0] mem3;
	reg [7:0] mem4;
	reg [7:0] mem5;
	reg [7:0] mem6;
	reg [7:0] mem7;
	reg [7:0] mem8;
	reg [7:0] mem9;
	reg [7:0] mem10;
	reg [7:0] mem11;
	reg [7:0] mem12;
	reg [7:0] mem13;
	reg [7:0] mem14;
	reg [7:0] mem15;
	reg [7:0] feedback;    
	rs_enc_m0 m0 (scale0, feedback);
	rs_enc_m1 m1 (scale1, feedback);
	rs_enc_m2 m2 (scale2, feedback);
	rs_enc_m3 m3 (scale3, feedback);
	rs_enc_m4 m4 (scale4, feedback);
	rs_enc_m5 m5 (scale5, feedback);
	rs_enc_m6 m6 (scale6, feedback);
	rs_enc_m7 m7 (scale7, feedback);
	rs_enc_m8 m8 (scale8, feedback);
	rs_enc_m9 m9 (scale9, feedback);
	rs_enc_m10 m10 (scale10, feedback);
	rs_enc_m11 m11 (scale11, feedback);
	rs_enc_m12 m12 (scale12, feedback);
	rs_enc_m13 m13 (scale13, feedback);
	rs_enc_m14 m14 (scale14, feedback);
	rs_enc_m15 m15 (scale15, feedback);
	always @ (posedge clk or negedge clrn)
	begin
		if (~clrn)
		begin
			mem0 <= 0;
			mem1 <= 0;
			mem2 <= 0;
			mem3 <= 0;
			mem4 <= 0;
			mem5 <= 0;
			mem6 <= 0;
			mem7 <= 0;
			mem8 <= 0;
			mem9 <= 0;
			mem10 <= 0;
			mem11 <= 0;
			mem12 <= 0;
			mem13 <= 0;
			mem14 <= 0;
			mem15 <= 0;
		end
		else if (enable)
		begin
			mem15 <= mem14 ^ scale15;
			mem14 <= mem13 ^ scale14;
			mem13 <= mem12 ^ scale13;
			mem12 <= mem11 ^ scale12;
			mem11 <= mem10 ^ scale11;
			mem10 <= mem9 ^ scale10;
			mem9 <= mem8 ^ scale9;
			mem8 <= mem7 ^ scale8;
			mem7 <= mem6 ^ scale7;
			mem6 <= mem5 ^ scale6;
			mem5 <= mem4 ^ scale5;
			mem4 <= mem3 ^ scale4;
			mem3 <= mem2 ^ scale3;
			mem2 <= mem1 ^ scale2;
			mem1 <= mem0 ^ scale1;
			mem0 <= scale0;
		end
	end
	always @ (data or x or mem15)
		if (data) feedback = x ^ mem15;
		else feedback = 0;
	always @ (data or x or mem15)
		if (data) y = x;
		else y = mem15;
endmodule
File: flow/config.mk
export PLATFORM = sky130hd
export DESIGN_NAME = rs_enc
export DESIGN_NICKNAME = rs_enc
export VERILOG_FILES = /design/flow/design.v
export SDC_FILE = /design/flow/constraint.sdc
export NUM_CORES = 4
export LEC_CHECK = 1
export CORE_UTILIZATION = 50
File: flow/constraint.sdc
current_design rs_enc

set clk_period 6.6
set clk_io_pct 0.2

create_clock -name clk0 -period $clk_period [get_ports {clk}]

set non_clock_inputs [all_inputs -no_clocks]
set_input_delay [expr $clk_period * $clk_io_pct] -clock clk0 $non_clock_inputs
set_output_delay [expr $clk_period * $clk_io_pct] -clock clk0 [all_outputs]
File: flow/run.sh
#!/bin/bash
# OpenROAD 26Q1-2900-gdf79404cd8, Yosys 0.63+post, stock flow scripts
make -C /OpenROAD-flow-scripts/flow DESIGN_CONFIG=/design/flow/config.mk WORK_HOME=/design/flow/orfs finish
==> Flow_metrics.wiki <==
== Metrics ==
{| class="wikitable"
! Metric !! Value
|-
| Top achievable clock speed || 238.2 MHz
|-
| Summed negative setup slack over all endpoints || 0 ns
|-
| Measured slew at the worst slew-check pin || 0.7755 ns
|-
| Share of cells above drive strength 1 || 0.1912
|-
| Data required time of the critical path || 5.28 ns
|-
| Clock tree from TritonCTS || built
|-
| I/O pin total || 20
|-
| Clock slew seen by the registers of the worst setup and hold paths || 0.05 ns
|-
| Syn-to-layout area delta || 12.95%
|-
| CTS HTree Levels || 4
|-
| CP Class || input port to primary output
|-
| Half-perimeter wire length after placement || 10830 µm
|-
| Count of final hold-check violations || 0
|-
| Number of slew-limit violations in the final report || 0
|-
| Most area-hungry cell type in the Yosys netlist || dfrtp_1
|-
| Average wire per cell in the routed design || 18.82 µm
|-
| Hold path startpoint || mem11[0]
|-
| CTS-repair resized insts || 0
|-
| Kind of capture point of the worst setup path || primary output
|-
| Cell family contributing the most delay on the critical path || buffers and inverters
|-
| Worst reg2reg endpoint || mem2[4]
|-
| Status || completed
|-
| Number of buffers added on ports || 19
|-
| Yosys warning total || 17
|-
| Crit path DAT || 2.88 ns
|-
| Startpoint types || input port
|-
| Cell row count || 44
|-
| Skew final || 0.01041 ns
|-
| Total grt overflow || 0
|-
| Worst-case clock buffer depth || 2
|-
| Antenna cell count || 0
|-
| Slew headroom || 0.4830
|-
| Max Fanout on Critical Path || 27
|-
| Horiz. Die Dim || 124.6 µm
|-
| Post-synthesis cell count || 654
|-
| DRC errors left || 0
|-
| Post-layout period usage of the worst path || 0.6361
|-
| Cell total in the yosys stat output || 654
|-
| Final antenna-violating net count || 0
|-
| Post-CTS Hold Fix Bufs || 0
|-
| Routed vias/inst || 5.159
|-
| Hold Crit Endpoint || mem11[0]
|-
| Global Route Usage Sum || 0.2361
|-
| First-pass iteration count of the detailed router || 4
|-
| Cell area after technology mapping || 7516 µm²
|-
| Area share of the largest cell type after synthesis || 0.4262
|-
| Reg2Reg Setup Slack || 4.01 ns
|-
| Worst Reg2Reg Path Length in Cells || 5
|-
| Total wire length after detailed routing || 16260 µm
|-
| RSZ-0062 raised after global routing || no
|-
| Area figure in the yosys stat output || 7516 µm²
|-
| Vias in the first global route || 4507
|-
| 1st-iter DRT viols || 297
|-
| Crit-path slowest cell || clkdlybuf4s50_1
|-
| Type of the most critical hold path || flop to flop
|-
| Setup repair bufs after CTS || 0
|-
| Floorplan-stage core utilization || 0.5152
|-
| Reg2Reg Launch Point || mem15[4]
|-
| Final-report setup violation count || 0
|-
| Via total after detailed routing || 4457
|-
| Number of buffers created by CTS || 17
|-
| Global-route wire length before repair || 26360 µm
|-
| Core region area || 14590 µm²
|-
| Distinct cells, synth || 29
|-
| Die span in y || 124.6 µm
|-
| Cell types occupying the most area after synthesis || dfrtp_1 (43%), xnor2_1 (16%), mux2_2 (8.5%)
|-
| Final min period || 4.198 ns
|-
| Post-synthesis sequential element count || 128
|-
| Number of clock sinks seen by CTS || 128
|-
| Portion of the post-synthesis area used by sequential elements || 0.4262
|-
| OpenROAD warning count || 25
|-
| Largest net degree at the start of global routing || 87
|-
| CTS root buffer || clkbuf_16
|-
| Weighted congestion reported at the end of routability-driven placement || 0.8162
|-
| Worst slack on hold paths || 0.5130 ns
|-
| Number of placed instances, taps included || 832
|-
| Buffers & Inverters on Critical Path || 3
|-
| Max Cap Viol || 0
|-
| Crit path cell chain || buf_2, buf_4, nand2_1, o21ai_0, clkdlybuf4s50_1
|-
| Worst skew pair latency || 0.42 ns
|-
| Mapped Avg Cell Area || 11.49 µm²
|-
| Stage delay of the slowest cell on the critical path || 0.49 ns
|-
| Final Instance Count excl. Fillers || 864
|-
| Chip area || 15530 µm²
|-
| Initial antenna violation count || 0
|-
| Count of cells along the worst hold path || 1
|}
## layer usage
layer | vias up | wire length [µm] | track usage
met5 | - | 0 | 0
met1 | 2194 | 7574 | 0.3840
li1 | 2142 | - | -
met3 | 13 | 1078 | 0.06830
met4 | 0 | 229 | 0.03047
met2 | 108 | 7376 | 0.3403
## synth_stat cells, drive strengths merged
cell type    n
xnor2      143
dfrtp      128
xor2        81
a21oi       66
nor2        66
mux2        58
nand2       31
clkbuf      22
xnor3       16
inv         12
buf         10
mux2i        8
nand2b       6
o21ai        2
o22ai        2
nand3        1
nor2b        1
xor3         1
## cell type report
| type | instances | area (µm²) |
|---|---|---|
| Multi-Input combinational cell | 482 | 4134 |
| Clock inverter | 13 | 183.9 |
| Tap cell | 184 | 230.2 |
| Inverter | 12 | 45.04 |
| Fill cell | 1174 | 6100 |
| Clock buffer | 19 | 452.9 |
| Sequential cell | 128 | 3203 |
| Timing Repair Buffer | 26 | 240.2 |
## cells in the final DEF, fill, tap and decap left out, drive strengths merged
master,Yosys,layout
xor2,81,81
o22ai,2,2
xnor3,16,16
inv,12,14
mux2i,8,8
clkinv,0,4
nand3,1,1
buf,10,10
xor3,1,1
o21ai,2,2
nand2b,6,6
clkdlybuf4s50,0,16
clkinvlp,0,3
a21oi,66,66
nand2,31,31
mux2,58,58
clkbuf,22,19
nor2b,1,1
xnor2,143,143
dfrtp,128,128
nor2,66,66
bufinv,0,4
## worst max path at each step
stage / cells past startpoint / startpoint / to
4_1_cts: 5 / data / y[1]
5_1_grt: 5 / data / y[1]
6_report: 5 / data / y[1]
## metrics by stage
| step | utilization | setup slack [ns] | instance area [µm²] |
|---|---|---|---|
| floorplan | - | 2.539 | 7516 |
| global placement | 0.5383 | 2.378 | 7853 |
| detailed placement | 0.5383 | 2.442 | 7853 |
| CTS | 0.5819 | 2.397 | 8489 |
| global route | 0.5819 | 2.284 | 8489 |
| finish | 0.5819 | 2.402 | 8489 |
## worst register-to-register path: cells and delay by family, from the launching register on
| family | cells | cell delay, ns |
|---|---|---|
| AND/OR/NAND/NOR | 1 | 0.69 |
| multiplexers | 1 | 0.26 |
| flip-flops | 1 | 0.42 |
| XOR/XNOR | 3 | 1.11 |
## logic make-up after synthesis
family | count (synthesis) | synth area share
simple gates | 105 | 0.06126
compound gates | 70 | 0.04695
buf+inv | 44 | 0.02380
xor+xnor | 241 | 0.3438
flops | 128 | 0.4262
mux | 66 | 0.09805
