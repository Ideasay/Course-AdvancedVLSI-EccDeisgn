### config.mk
export PLATFORM = sky130hd
export DESIGN_NAME = hamming_decoder_8bit
export DESIGN_NICKNAME = hamming_decoder_8bit
export VERILOG_FILES = /design/flow/design.v
export SDC_FILE = /design/flow/constraint.sdc
export NUM_CORES = 4
export LEC_CHECK = 1
export CORE_AREA = 10 10 73 73
export DIE_AREA = 0 0 83 83
### constraint.sdc
current_design hamming_decoder_8bit

set clk_period 2.3
set clk_io_pct 0.2

create_clock -name clk0 -period $clk_period [get_ports {sys_clk}]

set non_clock_inputs [all_inputs -no_clocks]
set_input_delay [expr $clk_period * $clk_io_pct] -clock clk0 $non_clock_inputs
set_output_delay [expr $clk_period * $clk_io_pct] -clock clk0 [all_outputs]
### design.v
`timescale 1ns/1ns
module hamming_decoder_8bit (
	output reg [7:0] data_out,
	output error_flag,  
	output reg correct_flag,  
	input [11:0] data_in,
	input sys_clk,
	input rstn
);
	reg [3:0] error_detection;
	wire [7:0] mask_byte;
	always @(posedge sys_clk, negedge rstn)
	begin
		if(rstn == 1'b0) 
			error_detection[3:0] <= 4'd0;
		else begin
			error_detection[0] <= data_in[0] ^ data_in[4] ^ data_in[5] ^ data_in[7] ^ data_in[8] ^ data_in[10]; 
			error_detection[1] <= data_in[1] ^ data_in[4] ^ data_in[6] ^ data_in[7] ^ data_in[9] ^ data_in[10]; 
			error_detection[2] <= data_in[2] ^ data_in[5] ^ data_in[6] ^ data_in[7] ^ data_in[11];
			error_detection[3] <= data_in[3] ^ data_in[8] ^ data_in[9] ^ data_in[10] ^ data_in[11]; 
		end			
	end
	always @(negedge sys_clk, negedge rstn)
	begin
		if(rstn == 1'b0) begin 
			data_out[7:0] <= {8{1'bz}};
			correct_flag <= 1'b0;
		end
		else begin
			data_out[7:0] <= data_in[11:4] ^ mask_byte[7:0];
			correct_flag <= 1'b1;
		end
	end
	assign mask_byte[7:0] =	(error_detection == 'd3 ) ? 'd1   : 
					       	(error_detection == 'd5 ) ? 'd2   :
					       	(error_detection == 'd6 ) ? 'd4   :
					       	(error_detection == 'd7 ) ? 'd8   :
					       	(error_detection == 'd9 ) ? 'd16  :
					       	(error_detection == 'd10) ? 'd32  :
					       	(error_detection == 'd11) ? 'd64  :
					       	(error_detection == 'd12) ? 'd128 : 0;
	assign error_flag = (error_detection[3:0] == 'd0) ? 1'b0 : 1'b1;
endmodule
### run.sh
#!/bin/bash
# OpenROAD 26Q1-2900-gdf79404cd8, Yosys 0.63+post, stock flow scripts
make -C /OpenROAD-flow-scripts/flow DESIGN_CONFIG=/design/flow/config.mk WORK_HOME=/design/flow/orfs finish
==> run summary <==
Item: results of the latest flow run.

- The flow ran to the end, but the final reports show violations.
- The checks that failed: negative setup slack.
- Row generation in the floorplan step produced 22 rows.
- Detailed-route iteration 0 reported a violation count of 36.
- The post-synth area from yosys stat is 659 um^2.
- The class of the worst hold path is in -> async.
- During placement, the flow inserted port buffers numbering 23.
- Once the clock tree was built, the setup fixing pass inserted 0 buffers.
- In the layout the commonest cells are 14 x clkdlybuf4s50_1, 10 x buf_4, 9 x dfrtn_1, 9 x buf_2.
- In the global route stage, met3 resource usage came out at 1.38%.
- The starting utilization of the core area is 17.6%.
- The flow measured a signed area growth from synthesis to layout of 55.4%.
- The script logs the mean routed wire length per placed instance as 12.1 um.
- On met2, the global router reports a usage of 6.08%.
- The antenna violation net count after detailed routing is 0.
- The critical path buffer and inverter count is 1.
- The layout summary lists the proportion of cells stronger than drive strength 1 as 35.0%.
- The synthesis-stage register bit count is 13.
- The met1 global-route usage is 6.15%.
- The report counts max-capacitance violations totalling 0.
- The tool warning count for the run is 27.
- The first global-routing pass estimated 2.42 mm of wire.
- The switching share of total power is 24.6%.
- RePlAce ended its routability-driven mode at a weighted congestion of 0.772.
- The number of vias per cell is 3.58.
- In this run the clock root is driven by a clkbuf_8.
- The flow reported a cell area power density of 682 mW/mm^2.
- The timing report gives the biggest stage delay along the critical path as 380 ps.
- The largest net degree at the start of global routing is 13.
- By startpoint and endpoint, the worst setup path is classified as reg -> out.
- According to the timing report, the arrival time at the worst endpoint equals 1870 ps.
- In this run the deepest clock path goes through 2 buffers.
- STA classifies the critical path startpoint as a register.
- The count of endpoints failing hold in the final timing report is 0.
- The number of fill cells in the layout is 402.
- The power dissipated by switching net loads is 0.172 mW.
- The sum of routed wire length over all layers is 1.55 mm.
- The number of antenna violations at the first check in global routing was 0.
- Broken down by cell family, the worst path's largest delay share belongs to flip-flops.
- The worst setup path is captured at an output port.
- The worst path required time is 1840 ps.
- From the final report, the count of setup violators was given as 9.
- The smallest setup slack after layout is -29.9 ps.
- The CTS tree is yes.
- The worst-path cell with the longest stage delay is dfrtn_1.
- Detailed routing inserted a total of 458 vias.
- The die is 83 um wide.
- The number of global-route vias before repair came to 478.
- The largest fanout on the critical path is 1.
- Per the detail_route report, DRC violations left total 0.
- In the routed netlist, the antenna diode instances number 0.
- The setup skew after layout is 20.4 ps.
- The sum of negative setup slack is -222 ps.
- The post-synthesis area per instance is 15.3 um^2.
- The vertical die size is 83 um.
- As reported, the later end of the worst-skew pair has a clock insertion delay of 260 ps.
- The static leakage is 0.464 nW.
- Setup repair after global routing could not meet its margin everywhere.
- The die covers 0.00689 mm^2.
- The count of distinct cell types in the synthesized netlist is 9.
- The cell area after synthesis is 659 um^2.
- Cell internal power was estimated by the tool at 0.527 mW.
- The total number of H-tree levels is 1.
- The busiest layer in global routing is met1.
- Setup slack on the worst path after placement came out at -148 ps.
- For this run the detailed placement stage logged an HPWL of 1.21 mm.
- The clock sink count is 13.
- The first-pass iteration count of the detailed router is 2.
- Synthesis produced a netlist whose cell count is 43.
- The total overflow reported by the global router is 0.
- The aggregate global-route resource usage is 4.26%.
- TritonCTS created 3 clock buffers.
- The total power is 0.699 mW.
- Looking at the power breakdown, sequential logic takes 46.3% of the total.
- The clock network fraction of total power is 28.3%.
- The clock slew seen by the registers of the worst setup and hold paths is 50 ps.
- The number of cells reported by Yosys stat comes to 43.
- The warning tally printed by Yosys for this design is 2.
- The critical path goes through buf_2.
- The commonest non-fill, non-tap cell in the layout is clkdlybuf4s50_1.
- The area of the core is 0.00374 mm^2.
- The worst voltage drop across the vdd grid is 0.180 mV.
- For this design the top-level I/O count stands at 24.
- The final count of pins violating max slew is 0.
- For this run, the register share of the synthesized area comes to 49.3%.
- The final report gives the core utilization as 27.4%.
- The logic gate share of total power is 25.4%.
final cells by class:
type                            count  area, um^2  share of cell area (%)
Multi-Input combinational cell     30         334                    32.6
Sequential cell                    13         325                    31.7
Timing Repair Buffer               33         260                    25.4
Tap cell                           48        60.1                    5.86
Clock buffer                        4        45.0                    4.40
registers in the layout, summed over array words and instances, names as in the netlist:
register,count
correct_flag,1
data_out,8
error_detection,4
power groups by stage:
| stage | combinational [mW] | sequential, mW | clock (mW) |
|---|---|---|---|
| 6_report | 0.178 | 0.324 | 0.198 |
| 5_1_grt | 0.195 | 0.328 | 0.226 |
| 4_1_cts | 0.183 | 0.322 | 0.207 |
synthesized netlist by cell type:
cell type	number	area share [%]
xnor3_1	4	14
conb_1	1	0.57
or4_1	1	1.1
xor2_1	8	11
xnor2_1	8	11
and4bb_2	6	11
nand4b_1	2	2.7
dfrtn_1	9	34
dfrtp_1	4	15
cell families (layout without fill, tap and decap cells):
group	Yosys count	after routing	synth area share [%]
buf+inv	0	37	0
other cells	1	1	0.569
flops	13	13	49.3
simple gates	9	9	15.2
xor+xnor	20	20	34.9
worst reg2reg max path, stage by stage, from the launching register on:
cell	delay [ps]
dfrtp_1	470
and4bb_2	280
xor2_1	130
final timing paths:
kind | start | to | slack (ps) | cells past startpoint
setup / recovery | data_out[0] | data_out[0] | -30 | 1
hold / removal | rstn | error_detection[3] | 530 | 2
setup reg to reg | error_detection[1] | data_out[7] | 130 | 2
hold reg to reg | error_detection[2] | data_out[3] | 1740 | 2
max in group asynchronous | rstn | data_out[0] | 560 | 2
min in group clk0 | data_in[3] | error_detection[3] | 950 | 3
per-layer routing:
layer  vias up  wire (um)
met5         -          0
met4         0          9
met2        15        700
met1       217        750
met3         2         85
li1        224          -
repair_timing:
action                     in CTS  in global routing
gates cloned                    0                  0
resized                        27                  0
setup endpoints to repair       9                  9
hold buffers                    0                  0
stage by stage:
stage          instance area, um^2  hold slack [ps]  std cells
2_1_floorplan                  659              164         43
3_3_place_gp                  1020              783        124
3_5_place_dp                  1020              775        124
4_1_cts                       1020              529        128
5_1_grt                       1020              545        128
6_report                      1020              532        128
Power is estimated from default activity; no workload was simulated.
